==> design.v <==
module SQ_mem  (
    input clk, clk_2, rstn, WE_D, WE_E, del, ld,
    input [5:0] WA_E, 
    input [7:0] ldM_A,
    input [31:0] PCld,
    input [73:0] WD_D, WD_E,
    output full,  
    output reg valid,
    output [5:0] tail,
    output reg [73:0] RD
);    
    reg [73:0] QUEUE [0:63];
    reg [6:0] head_ptr, tail_ptr;
    reg [5:0] ldQ_addr;
    reg clk_en;
    wire empty;
    always @(posedge clk_2) begin
        if (!rstn)
            clk_en <= 0;
        else 
            clk_en <= (~clk);
    end
    always @(posedge clk_2) begin
        if (!rstn)
            tail_ptr <= 0;
        else if ((WE_D) && (!full) && (clk_en)) begin
            QUEUE[tail_ptr[5:0]] <= WD_D;
            tail_ptr <= tail_ptr + 1;
        end
        else if ((WE_E) && (~clk_en) && (!empty)) 
            QUEUE[WA_E] <= WD_E;
    end
    always @(posedge clk) begin
        if (!rstn)
            head_ptr <= 0;
        else if (del && (!empty)) 
            head_ptr <= head_ptr + 1;            
    end
    integer i;
    always @(*) begin
        valid = 0;
        RD    = 0;
        for (i = 0; i < 64; i = i + 1) begin
            if (ld && (ldM_A == QUEUE[i][39:32]) && QUEUE[i][73] && QUEUE[i][40] && (PCld > QUEUE[i][72:41]) && (!empty)) begin
                valid = 1;
                RD    = QUEUE[i];
            end 
        end
    end
    assign full  = ((head_ptr[5:0] == tail_ptr[5:0]) && (head_ptr[6] != tail_ptr[6]));
    assign empty = (tail_ptr == head_ptr);
    assign tail = tail_ptr[5:0];
endmodule
module SQ_stage (
    input clk, clk_2, rstn, WE_D, WE_E, del, ld,
    input [5:0] WA_E, 
    input [7:0] ldM_A, addrE,
    input [31:0] PCld, PCD, PCE, dataE,
    output full, valid,
    output [5:0] tail,
    output [31:0] data_out
);
    wire [73:0] WD_D, WD_E, RD;
    assign WD_D = {1'b1, PCD, 1'b0, 40'b0};
    assign WD_E = {1'b1, PCE, 1'b1, addrE, dataE};
    SQ_mem SQ_MEM (.clk(clk), .clk_2(clk_2), .rstn(rstn), .WE_D(WE_D), .WE_E(WE_E), .del(del), .ld(ld), .WA_E(WA_E), .ldM_A(ldM_A),
     .PCld(PCld), .WD_D(WD_D), .WD_E(WD_E), .full(full), .valid(valid), .tail(tail), .RD(RD));
    assign data_out = RD[31:0];
endmodule
==> run.sh <==
#!/bin/bash
# OpenROAD 26Q1-2900-gdf79404cd8, Yosys 0.63+post, stock flow scripts
make -C /OpenROAD-flow-scripts/flow DESIGN_CONFIG=/design/flow/config.mk WORK_HOME=/design/flow/orfs finish
==> config.mk <==
export PLATFORM = sky130hd
export DESIGN_NAME = SQ_stage
export DESIGN_NICKNAME = SQ_stage
export VERILOG_FILES = /design/flow/design.v
export SDC_FILE = /design/flow/constraint.sdc
export NUM_CORES = 4
export LEC_CHECK = 1
export CORE_UTILIZATION = 50
export SYNTH_MEMORY_MAX_BITS = 65536
==> constraint.sdc <==
current_design SQ_stage

set clk_period 31.1
set clk_io_pct 0.2

create_clock -name clk0 -period $clk_period [get_ports {clk}]
create_clock -name clk1 -period $clk_period [get_ports {clk_2}]

set non_clock_inputs [all_inputs -no_clocks]
set_input_delay [expr $clk_period * $clk_io_pct] -clock clk0 $non_clock_inputs
set_output_delay [expr $clk_period * $clk_io_pct] -clock clk0 [all_outputs]
==> results.tsv <==
stage	metric	value	unit
outcome	status	finished, violations left	
outcome	violations	negative hold slack	
power	power.density	55.59	mW/mm²
flow_run	tool_warnings	28	
critical_path	end_kind	output pin	
final_timing	tightest_slew	1.410	ns
yosys	largest_area_cell	edfxtp_1	
die	num_rows	245	
die	chip_area	0.4525	mm²
final_timing	finalHoldViolations	1	
global_route	grt_pass1_vias	149800	
global_route	grt-ovfl-total	0	
yosys	synth-seq-cells	4687	
power	p_total	14.19	mW
critical_path	crit_required	24.88	ns
final_timing	final.setup.worst_slack	10.84	ns
finish	final_util	57.16	%
die	initial_core_util	50.35	%
critical_path	cp_max_fo	19	
yosys	area_leaders	edfxtp_1 (62%), ha_1 (11%), inv_1 (3.6%)	
route	avgViaCountPerCell	6.071	
min_path	hold_class	clock port to flip-flop	
die	die_h	672.7	µm
clock_network	cts_tree	built	
placed_design	finalWeightedCongestion	0.9976	
finish	fillers	34870	
die	core-area	0.4466	mm²
final_timing	report.final.slew_viol_count	0	
yosys	flop_cell	edfxtp_1	
global_route	grt_max_degree	65	
route	drt_wl_total	777300	µm
power	p_leak	95.03	nW
clock_network	postCtsResizedCells	0	
min_path	min_from	clk	
clock_network	clkSlewWorstSetupHoldPaths	0.06	ns
route	wire_per_inst	31.61	µm
global_route	grt_pass1_wl	1092000	µm
global_route	grt_usage	37.83	%
finish	mostFrequentLayoutCells	edfxtp_1 (4672), inv_1 (2184), ha_1 (2050)	
route	drt_iter0_drc	11330	
placed_design	dp_hpwl	518800	µm
yosys	yosys_area	0.2249	mm²
yosys	netlist_area	0.2249	mm²
yosys	syn_avg_cell_area	13.01	µm²
critical_path	worstSetupPathType	primary input to output pin	
final_timing	rsz0062_at_grt	false	
clock_network	hold_buffers	0	
placed_design	preCtsSetupSlack	10.97	ns
die	ios	197	
yosys	yosysSeqAreaShare	62.52	%
die	die_w	672.7	µm
yosys	yosys_warnings	1	
critical_path	cp-startpoint	PCld[19]	
route	post-route-drc-count	0	
route	vias	149300	
final_timing	fin_skew	0.05436	ns
yosys	synth_top_area_share	62.38	%
critical_path	cp.arrival	14.04	ns
final_timing	hold_ws	-0.7455	ns
yosys	edf_count	4672	
finish	area_delta_synth_final	13.52	%
yosys	ys_cells	17280	
yosys	ys_types	108	
finish	layout_top_cell	edfxtp_1	
critical_path	worstRegToRegCells	14	
route	ant_nets	0	
critical_path	r2r_start	SQ_MEM.tail_ptr[4]	
clock_network	cts_setup_buffers	0	
critical_path	cp-start-kind	primary input	
global_route	antenna_found_initial	33	
final_timing	tns	0	ns
power	ir_worst_vdd	56.66	µV
final_timing	relSlewSlack	5.024	%
flow_run	cap_violations	0	
final_timing	finalSetupViolCount	0	
route	drt_pass1_iterations	7	
finish	drive_above_1_share	9.250	%
placed_design	io_buffer_count	195	
critical_path	r2r_slack	24.45	ns
yosys	syn_inst	17280	
yosys	ys_async_sr_fraction	0	%
min_path	min_path_cells	3	
-- power breakdown --
part	switching, mW	leakage (nW)	internal, mW
Clock	2.56	8.07	3.46
Sequential	0.00746	38.8	7.07
Combinational	0.845	48.2	0.254
Total	3.42	95.0	10.8
-- cell families after synthesis --
| family | share of synthesized area (%) |
|---|---|
| fa+ha+maj | 11.41 |
| mux | 0.5697 |
| compound gates | 10.24 |
| xor+xnor | 2.056 |
| flops | 62.52 |
| buf+inv | 4.477 |
| simple gates | 8.741 |
-- critical path, stage by stage --
cell and delay (ns):
buf_6 0.30, buf_4 0.46, buf_4 0.55, buf_4 0.57, ha_1 0.27, nand4_1 0.11, nor4_1 0.42, nand3_1 0.24
and3_1 0.23, a221o_1 0.56, nor4_1 0.44, nand4_1 0.53, nand4bb_1 0.61, nand3b_1 0.31, nor3_1 0.80, o21ai_0 0.49
buf_4 0.26, a21oi_1 0.12, clkdlybuf4s50_1 0.48
-- metal layers --
layer	wire (µm)	part of all wire, %	global-route usage (%)	vias to the layer above
met5	436	0.056	0.6803	-
met4	45780	5.9	16.61	33
met3	131500	17	25.42	1639
met2	338900	44	52.30	8582
met1	260700	34	48.36	71570
li1	-	-	-	67480
-- cell usage after synthesis (215+ instances only) --
library cell     n
a211oi_1       221
nand4_1        513
inv_1         2185
edfxtp_1      4672
o21ai_0        618
xnor2_1        432
a21oi_1        795
nor3_1         436
nand3_1        499
a21o_1         215
nor2_1         816
nand2_1        837
clkbuf_1       229
ha_1          2050
-- registers in the layout, summed over array words and instances (netlist names) --
signal and cells:
SQ_MEM.clk_en 1, SQ_MEM.head_ptr 7, SQ_MEM.QUEUE 4672, SQ_MEM.tail_ptr 7
-- through the flow --
step                hold WS, ns  std cells  instance area (µm²)
floorplan               0.07161      17280               224900
CTS                     -0.8068      24570               255200
detailed placement      0.07161      23630               238800
finish                  -0.7455      24590               255300
global route            -0.7592      24570               255200
global placement        0.07161      23630               238700
-- final timing paths --
kind                                             end
min in group clk0                 SQ_MEM.head_ptr[6]
worst max-delay path                     data_out[7]
worst max register to register  SQ_MEM.QUEUE[21][14]
worst min-delay path                   SQ_MEM.clk_en
worst min register to register    SQ_MEM.head_ptr[6]
max in group clk1                      SQ_MEM.clk_en
-- cell type report --
class,count,area [µm²],area share (%)
sequential,4687,140600,55.07
multi-input combinational,9998,75730,29.66
clock buffer,639,14120,5.530
inverter,2187,8214,3.217
tap,5928,7417,2.905
timing repair buffer,831,6814,2.669
clock inverter,295,2345,0.9184
antenna,29,72.57,0.02842
No activity file was given, so power comes from the tool's default toggle rates.
